==> /design/flow/config.mk <==
export PLATFORM = sky130hd
export DESIGN_NAME = RippleCarry8bit
export DESIGN_NICKNAME = RippleCarry8bit
export VERILOG_FILES = /design/flow/design.v
export SDC_FILE = /design/flow/constraint.sdc
export NUM_CORES = 4
export LEC_CHECK = 1
export CORE_AREA = 10 10 70 70
export DIE_AREA = 0 0 80 80
==> /design/flow/constraint.sdc <==
current_design RippleCarry8bit

set clk_period 3.7
set clk_io_pct 0.2

create_clock -name clk0 -period $clk_period

set non_clock_inputs [all_inputs -no_clocks]
set_input_delay [expr $clk_period * $clk_io_pct] -clock clk0 $non_clock_inputs
set_output_delay [expr $clk_period * $clk_io_pct] -clock clk0 [all_outputs]
==> /design/flow/design.v <==
module RippleCarry8bit(
    input [7:0]a,
    input [7:0]b,
    input cin,
    output [7:0]sum,
    output cout
    );
    wire connect;
    Adder4bit instance1(.a(a[3:0]), .b(b[3:0]), .cout(connect), .sum(sum[3:0]), .cin(cin));
    Adder4bit instance2(.a(a[7:4]), .b(b[7:4]), .cout(cout), .sum(sum[7:4]), .cin(connect));
endmodule
module Adder4bit(
    input [3:0]a,
    input [3:0]b,
    input cin,
    output [3:0]sum,
    output cout
    );
    wire connect1;
    wire connect2;
    wire connect3;
    Adder1bit instance1 (.a(a[0]), .b(b[0]), .cout(connect1), .sum(sum[0]), .cin(cin));
    Adder1bit instance2 (.a(a[1]), .b(b[1]), .cin(connect1), .sum(sum[1]), .cout(connect2));
    Adder1bit instance3 (.a(a[2]), .b(b[2]), .cin(connect2), .sum(sum[2]), .cout(connect3));
    Adder1bit instance4 (.a(a[3]), .b(b[3]), .cin(connect3), .sum(sum[3]), .cout(cout));
endmodule
module Adder1bit(
    input a, b, cin,
    output sum, cout
    );
    assign sum = a ^ b ^ cin;
    assign cout = a&b | a&cin | b&cin;
endmodule
==> /design/flow/run.sh <==
#!/bin/bash
# OpenROAD 26Q1-2900-gdf79404cd8, Yosys 0.63+post, stock flow scripts
make -C /OpenROAD-flow-scripts/flow DESIGN_CONFIG=/design/flow/config.mk WORK_HOME=/design/flow/orfs finish
==> flow_summary.toml <==
# flow metrics
[power]
p_seq_share_pct = 0
pwr-share-clk_pct = 0
vdd_ir_drop_max_uv = 43.24
power.internal_mw = 0.04809
fin_total_pwr_mw = 0.07052
p_switching_mw = 0.02243
comb_power_share_pct = 100.0
switching_share_pct = 31.81
powerDensity_mw_per_mm2 = 131.1
leakagePower_nw = 0.2159

[finish]
nClkBuffers = 0
lay_top_cells = "clkdlybuf4s50_1, fa_2, inv_1"
final_area_um2 = 538.0
nFlopsAndLatches = 0
fin_cells = 90
seq_area_um2 = 0
final_util_pct = 15.75
area_delta_synth_final_pct = 108.7
layout_top_cell = "clkdlybuf4s50_1"
drive_gt1_share_pct = 45.45

[route]
wirelength_um = 770
antenna_left = 0
dr_wl_met2_um = 225
via_per_inst = 2.378
wl_met1_um = 349
topRoutingLayerUsed = "met3"
route.detailed.wl_per_inst_um = 8.556
drtIter0Drc = 1
wl_met3_um = 195
drcViolationCount = 0
diodes = 0
firstDrtPassIters = 2
dr_total_vias = 214

[synthesis]
netlist_area_um2 = 257.7
yosysWarnings = 0
synthCells = 26
ys_types = 3
post-synth-top-area-cell = "fa_1"
ys_cells = 26
ys_area_um2 = 257.7
synth_top_area_share_pct = 62.14
top_cells_by_area = "fa_1, buf_4, inv_1"
syn_area_per_cell_um2 = 9.913
yosys.stat.seqShare_pct = 0

[run]
max_cap_violations = 0
warnings = 35

[timing]
setup_violations = 4
finalMaxSlewViolations = 0
rsz0062_at_grt = "true"
final_hold_viol_count = 0
fmax_ghz = 0.2202
min_period_ns = 4.541
max_slew.worst_pin.slew_ns = 0.1179
setup_slack_ns = -0.8406
slew_headroom_pct = 92.11
post-route-period-util_pct = 122.7

[grt]
antenna_found_initial = 0
grt_max_degree = 2
overflow = 0
track_usage_pct = 2.354
grt_pass1_vias = 240
grt_pass1_wl_um = 1221

[placement]
placedCellCount = 90
place_hpwl_um = 787
port_buffers = 26
gp_congestion = 0.8282
place_area_um2 = 550.5

[worst_setup_path]
critPathMaxStageDelay_ns = 0.41
crit_buf_inv = 6
endpoint_kind = "output pin"
cp_top_family = "adder cells"
critPathSlowestCell = "fa_2"
cp-start-kind = "input port"
cp.required_ns = 2.96
cp.arrival_ns = 3.80
crit_top_cell = "fa_2"
worstSetupPathType = "in2out"
crit_chain = "buf_8, inv_12, fa_2, inv_2, fa_2, fa_2, fa_2, fa_2, fa_2, fa_2, inv_2, fa_2, inv_1, buf_2"
worst-path-max-fanout = 1

[die]
core_mm2 = 0.003416
fp.dieW_um = 80
floorplan.core_util_pct = 7.546
die_y_um = 80
die_area_mm2 = 0.006400
io_pins = 26
rows = 21

[worst_hold_path]
hold_class = "in2out"

[outcome]
violations = "setup timing"
status = "complete, but fails checks"
## path summary, 6_finish.rpt
check / startpoint / endpoint / slack, ns / cells after the start
setup / recovery: a[0] / sum[7] / -0.84 / 14
hold / removal: cin / sum[0] / 2.23 / 5
## area by class of cell
type | instances | area (µm²)
tap | 46 | 57.56
fill | 399 | 2878
multi-input combinational | 8 | 180.2
timing repair buffer | 26 | 245.2
inverter | 10 | 55.05
## synthesized netlist by cell type, drive strengths merged
master  number
buf          8
fa           8
inv         10
## metrics by stage
step,TNS [ns],worst slack (ns),hold WS (ns)
floorplan,-1.275,-0.6486,1.707
global placement,-6.599,-1.710,2.543
detailed placement,-6.647,-1.719,2.552
CTS,-2.612,-0.9848,2.232
global route,-2.412,-0.9475,2.283
finish,-2.090,-0.8406,2.231
## repair_timing
item                       4_1_cts  5_1_grt
setup endpoints to repair        6        5
pin swaps                        8        8
setup buffers                    0        0
resized                         34        0
hold buffers                     0        0
hold endpoints to repair         0        0
## metal layers
layer,global-route usage [%],vias to the layer above
li1,-,96
met1,3.388,94
met2,2.809,24
met3,1.818,0
met4,0,0
met5,0,-
## cells by family (layout without fill, tap and decap cells)
family	after synthesis	count (layout)	share of synthesized area [%]
fa+ha+maj	8	8	62.13
buf+inv	18	36	37.87
## power groups by stage
stage	clock, mW	sequential, mW	combinational (mW)
global route	0	0	0.0826
finish	0	0	0.0705
CTS	0	0	0.0741
No activity file was given, so power comes from the tool's default toggle rates.
