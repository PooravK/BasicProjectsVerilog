<file path="config.mk">
export PLATFORM = sky130hd
export DESIGN_NAME = Comparator4bit
export DESIGN_NICKNAME = Comparator4bit
export VERILOG_FILES = /design/flow/design.v
export SDC_FILE = /design/flow/constraint.sdc
export NUM_CORES = 4
export LEC_CHECK = 1
export CORE_AREA = 10 10 70 70
export DIE_AREA = 0 0 80 80
</file>
<file path="constraint.sdc">
current_design Comparator4bit

set clk_period 1.8
set clk_io_pct 0.2

create_clock -name clk0 -period $clk_period

set non_clock_inputs [all_inputs -no_clocks]
set_input_delay [expr $clk_period * $clk_io_pct] -clock clk0 $non_clock_inputs
set_output_delay [expr $clk_period * $clk_io_pct] -clock clk0 [all_outputs]
</file>
<file path="design.v">
module Comparator4bit(
    input [3:0]in0,
    input [3:0]in1,
    output [3:0]greater,
    output [3:0]smaller,
    output [3:0]equal
    );
    assign greater = (in1 > in0);
    assign smaller = (in1 < in0);
    assign equal = (in1 == in0);
endmodule
</file>
<file path="run.sh">
#!/bin/bash
# OpenROAD 26Q1-2900-gdf79404cd8, Yosys 0.63+post, stock flow scripts
make -C /OpenROAD-flow-scripts/flow DESIGN_CONFIG=/design/flow/config.mk WORK_HOME=/design/flow/orfs finish
</file>
==> impl_metrics.tcl <==
# metrics dict for downstream scripts
set metrics [dict create \
    status "completed" \
    place_inst 84 \
    first_iter_violations 0 \
    top_area_cell "buf_4" \
    hold_depth 5 \
    hpwl_um 470 \
    critPathKind "in2out" \
    endpoint_kind "output pin" \
    hp-class "in2out" \
    drt_first_pass_iters 1 \
    die_area_um2 6400 \
    min_period_ns 1.74 \
    ios 20 \
    worstSetupStartpointType "input pin" \
    maxCapViolations 0 \
    core_area_um2 3420 \
    postPlaceCellArea_um2 345 \
    synth-area-yosys_um2 200 \
    yosys_warnings 0 \
    portBuffers 11 \
    regArea_um2 0 \
    antenna_cells 0 \
    num-clock-buffers 0 \
    ys_seq_frac 0 \
    wl_per_cell_um 6.02 \
    wl_um 512 \
    die_x_um 80 \
    maxSlewViolCount 0 \
    fmax_ghz 0.576 \
    grt_pass1_wl_um 669 \
    placementRows 21 \
    warnings 32 \
    grt_pass1_vias 158 \
    final_core_util 0.108 \
    powerDensity_nw_per_um2 191 \
    grt_max_degree 3 \
    setup_violations 0 \
    ys_types 11 \
    finalHoldViolations 0 \
    dr_total_vias 175 \
    crit_arrival_ns 1.38 \
    avgSynthCellArea_um2 7.70 \
    grt_antenna_before_repair 0 \
    final_cells 85 \
    fin_area_um2 368 \
    max_stage_delay_ns 0.28 \
    path_cells "dlygate4sd2_1 -> ha_4 -> nand2_2 -> o21bai_4 -> and2_1 -> buf_2" \
    ys_cells 26 \
    cts_hold_buf 0 \
    topCellsByArea "buf_4 (34%), ha_1 (25%), o21bai_4 (9.4%)" \
    finalCritPeriodShare 0.965 \
    synthCells 26 \
    vias_per_cell 2.06 \
    area_delta_synth_final_pct 83.8 \
    path_max_fanout 2 \
    gp_congestion 0.678 \
    rsz0062_at_grt "no" \
    peakVddDrop_mv 0.0250 \
    crit_required_ns 1.44 \
    grt-ovfl-total 0 \
    drc 0 \
    ff_count 0 \
    syn_area_um2 200 \
    top_area_frac 0.338 \
    slowest_stage "ha_4" \
    dieHeight_um 80 \
    grt_usage 0.0125 \
    fp-utilization 0.0586 \
    drive_gt1_frac 0.410 \
    leakagePower_nw 0.177 \
    final_antenna_net_count 0 \
    layout_top_cells "conb_1 (9), dlygate4sd2_1 (9), buf_4 (3)" \
]
==> through the flow <==
| step | hold WS [ns] | setup TNS (ns) | total power [mW] | setup WS, ns |
|---|---|---|---|---|
| finish | 1.36 | 0 | 0.0702 | 0.0629 |
| CTS | 1.36 | 0 | 0.0706 | 0.0339 |
| global placement | 1.91 | -1.57 | 0.0705 | -0.551 |
| floorplan | 0.963 | 0 | 0.0420 | 0.429 |
| global route | 1.39 | 0 | 0.0778 | 0.0165 |
| detailed placement | 1.91 | -1.57 | 0.0701 | -0.550 |
==> metal layers <==
| metal | wire (um) | up-vias | global-route usage | part of all wire |
|---|---|---|---|---|
| met5 | 0 | - | 0 | 0 |
| met4 | 0 | 0 | 0 | 0 |
| met3 | 86 | 0 | 0.00682 | 0.17 |
| met2 | 214 | 14 | 0.0201 | 0.42 |
| met1 | 210 | 72 | 0.0152 | 0.41 |
| li1 | - | 89 | - | - |
==> cell families after synthesis <==
| family | count (synthesis) | share of synthesized area |
|---|---|---|
| AND-OR/OR-AND | 3 | 0.162 |
| adder cells (fa/ha/maj) | 4 | 0.250 |
| buffers and inverters | 13 | 0.412 |
| other | 1 | 0.0187 |
| AND/OR/NAND/NOR | 5 | 0.156 |
==> synthesized netlist by cell type <==
cell / n
and2_1: 1
o21bai_4: 1
a21oi_1: 1
ha_1: 4
inv_1: 4
buf_4: 9
nor2_1: 1
conb_1: 1
nand2_1: 2
a21oi_2: 1
nor2b_4: 1
==> final timing paths <==
| check | start | end |
|---|---|---|
| max | in1[3] | smaller[0] |
| min | in1[2] | smaller[0] |
==> worst max-delay path: cells and delay by family <==
family | cells | cell delay, ns
adder cells (fa/ha/maj) | 1 | 0.28
AND/OR/NAND/NOR | 2 | 0.20
AND-OR/OR-AND | 1 | 0.17
buffers and inverters | 2 | 0.37
==> what timing repair did <==
action	CTS	global route
pin swaps	9	0
setup endpoints to repair	3	1
gates resized	22	1
buffers inserted	1	0
gates cloned	0	0
==> cell type report <==
class	instances	area, um2
fillers	401	3050
multi-input cells	21	184
repair buffers	14	111
well taps	46	57.6
inverters	4	15.0
==> power breakdown <==
group | switching [mW] | internal (mW)
sequential | 0 | 0
combinational | 0.0261 | 0.0441
clock | 0 | 0
Power figures rest on the tool's default switching activity, not on a simulated workload.
