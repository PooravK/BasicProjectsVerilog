<file path="config.mk">
export PLATFORM = sky130hd
export DESIGN_NAME = cla4bit
export DESIGN_NICKNAME = cla4bit
export VERILOG_FILES = /design/flow/design.v
export SDC_FILE = /design/flow/constraint.sdc
export NUM_CORES = 4
export LEC_CHECK = 1
export CORE_AREA = 10 10 70 70
export DIE_AREA = 0 0 80 80
</file>
<file path="constraint.sdc">
current_design cla4bit

set clk_period 2.8
set clk_io_pct 0.2

create_clock -name clk0 -period $clk_period

set non_clock_inputs [all_inputs -no_clocks]
set_input_delay [expr $clk_period * $clk_io_pct] -clock clk0 $non_clock_inputs
set_output_delay [expr $clk_period * $clk_io_pct] -clock clk0 [all_outputs]
</file>
<file path="design.v">
module cla4bit (
    input [3:0]in0,
    input [3:0]in1,
    input [3:0]p,
    input [3:0]g,
    input cin,
    output [3:0]sum,
    output cout
    );
    wire c1;
    wire c2;
    wire c3;
    wire c4;
    assign c1 = g[0] | p[0] & cin;
    assign c2 = g[1] | p[1] & c1;
    assign c3 = g[2] | p[2] & c2;
    assign c4 = g[3] | p[3] & c3;
    assign cout = c4;
    adder1bit instance1 (
        .in0(in0[0]), 
        .in1(in1[0]), 
        .p(p[0]), 
        .g(g[0]), 
        .cin(cin), 
        .sum(sum[0]), 
        .cout(c1));
    adder1bit instance2 (
        .in0(in0[1]), 
        .in1(in1[1]), 
        .p(p[1]), 
        .g(g[1]), 
        .cin(c1), 
        .sum(sum[1]), 
        .cout(c2));
    adder1bit instance3 (
        .in0(in0[2]), 
        .in1(in1[2]), 
        .p(p[2]), 
        .g(g[2]), 
        .cin(c2), 
        .sum(sum[2]), 
        .cout(c3));
    adder1bit instance4 (
        .in0(in0[3]), 
        .in1(in1[3]), 
        .p(p[3]), 
        .g(g[3]), 
        .cin(c3), 
        .sum(sum[3]), 
        .cout(c4));
endmodule
module adder1bit (
    input in0, in1, cin,
    output sum, p, g, cout
    );
    assign p = in0 ^ in1;
    assign g = in0 & in1;
    assign sum = p ^ cin;
    assign cout = g | p & cin;
endmodule
</file>
<file path="run.sh">
#!/bin/bash
# OpenROAD 26Q1-2900-gdf79404cd8, Yosys 0.63+post, stock flow scripts
make -C /OpenROAD-flow-scripts/flow DESIGN_CONFIG=/design/flow/config.mk WORK_HOME=/design/flow/orfs finish
</file>
==> qor.yml <==
drt:
  first_pass_iters: 1
  drc: 0
  wl_per_cell_um: 5.824
  drtAntennaViolNets: 0
  n_antenna_cell: 0
  viasPerCell: 1.703
  drt-initial-drc-count: 0
  via_count: 126
  finalWirelength_um: 431
place:
  dpl.hpwl_um: 415.9
  port_buffers: 14
  placed_area_sq_um: 315.3
  gp_congestion: 0.8105
grt:
  grt_pass1_vias: 135
  grt_pass1_wl_um: 655
  grt_max_degree: 2
  antenna_found_initial: 0
  grt.total_usage_pct: 1.323
  gr-total-overflow: 0
die:
  chipHeight_um: 80
  core_area_sq_um: 3416
  die-area_sq_um: 6400
  fp_util_pct: 4.322
  io_pins: 22
  die_x_um: 80
  std_cell_rows: 21
synth:
  synth_cell_types: 3
  top_area_share_pct: 54.24
  largest_area_cell: "fa_1"
  postSynthCellCount: 18
  ys_cells: 18
  netlist_area_sq_um: 147.6
  yosys_area_sq_um: 147.6
  synth_seq_share_pct: 0
  ys_warn_count: 17
  avgSynthCellArea_sq_um: 8.202
  area_leaders: "fa_1, inv_1, buf_4"
critical_path:
  crit_start: "in1[0]"
  endpoint_kind: "output pin"
  cp-start-kind: "primary input"
  worstPathArrival_ns: 2.22
  crit_path_max_fanout: 1
  cp.required_ns: 2.24
  worstSetupEndpoint: "sum[3]"
  path_class: "primary input to output pin"
sta:
  hold_violations: 0
  worst_slew_pin_slew_ns: 0.09814
  fin_crit_ns: 2.785
  rsz0062_at_grt: "yes"
  relSlewSlack_pct: 93.44
  fin_crit_sh_pct: 99.46
  timing.fmax_ghz: 0.3591
  slew_violations: 0
  setup_viol: 0
cts:
  holdBufCountCts: 0
  cts_setup_buffers: 0
cells_and_area:
  final_area_sq_um: 324.1
  regArea_sq_um: 0
  clkbuf_count: 0
  syn2layout_area_growth_pct: 119.5
  layout-drive-gt1-share_pct: 50.00
  seq_cells: 0
  final_common_cell: "clkdlybuf4s50_1"
  lay_top_cells: "clkdlybuf4s50_1, inv_1, inv_2, fa_2, dlygate4sd2_1"
  post-route-util_pct: 9.487
pwr:
  peakVddDrop_v: 0.00004145
  pwr_density_cell_nw_per_um2: 151.8
  power_mw: 0.04918
  p_leak_nw: 0.1397
outcome:
  status: "completed"
flow_run:
  max_cap_violations: 0
  warnings: 42
hold_path:
  holdCritPathClass: "primary input to output pin"
[layer usage]
metal	wire length, um	share of wire [%]	GRT usage, %	vias to the layer above
met3	76	18	0.6818	0
met2	91	21	1.204	14
met4	0	0	0	0
li1	-	-	-	60
met1	262	61	2.410	52
met5	0	0	0	-
[what timing repair did]
| item | in CTS | in global routing |
|---|---|---|
| setup endpoints to repair | 4 | 2 |
| pin swaps | 4 | 4 |
| resized | 31 | 2 |
[critical path, stage by stage]
cell and delay [ns]:
buf_6 0.10, inv_4 0.04, fa_2 0.19, inv_2 0.04, fa_2 0.34, fa_2 0.34, inv_2 0.06, fa_2 0.43
inv_2 0.05, buf_2 0.08
[power by group]
group | switching [mW] | internal, mW
Combinational | 0.0164 | 0.0327
Clock | 0 | 0
Sequential | 0 | 0
Total | 0.0164 | 0.0327
[stage by stage]
step | hold WS, ns | std cells | setup TNS (ns) | setup slack, ns
after floorplan | 1.337 | 18 | 0 | 0.1032
after global placement | 2.167 | 74 | -1.904 | -0.7795
after detailed placement | 2.168 | 74 | -2.008 | -0.8166
after CTS | 1.866 | 74 | -0.08195 | -0.08195
after global routing | 1.886 | 74 | -0.08188 | -0.08188
final | 1.852 | 74 | 0 | 0.01526
[worst min path at each step]
stage	startpoint	endpoint	slack [ns]	depth (start not counted)
final	in0[0]	sum[0]	1.85	5
after global routing	cin	sum[0]	1.89	5
after CTS	cin	sum[0]	1.87	5
[kinds of logic after synthesis]
kind of cell	after synthesis	share of synthesized area, %
fa+ha+maj	4	54.24
buf+inv	14	45.77
[Yosys cell counts (all sizes together)]
cell   n
buf    4
fa     4
inv   10
[final cells by class]
cell class | instances | area [sq um]
Inverter | 10 | 42.54
Fill cell | 408 | 3092
Multi-Input combinational cell | 4 | 90.09
Tap cell | 46 | 57.56
Timing Repair Buffer | 14 | 133.9
No activity file was given, so power comes from the tool's default toggle rates.
